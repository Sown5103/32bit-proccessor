--- design/flow/run.sh ---
#!/bin/bash
# OpenROAD 26Q1-2900-gdf79404cd8, Yosys 0.63+post, stock flow scripts
make -C /OpenROAD-flow-scripts/flow DESIGN_CONFIG=/design/flow/config.mk WORK_HOME=/design/flow/orfs finish
--- design/flow/config.mk ---
export PLATFORM = sky130hd
export DESIGN_NAME = Control
export DESIGN_NICKNAME = Control
export VERILOG_FILES = /design/flow/design.v
export SDC_FILE = /design/flow/constraint.sdc
export NUM_CORES = 4
export LEC_CHECK = 1
export CORE_AREA = 10 10 70 70
export DIE_AREA = 0 0 80 80
export SYNTH_HDL_FRONTEND = slang
--- design/flow/constraint.sdc ---
current_design Control

set clk_period 1.6
set clk_io_pct 0.2

create_clock -name clk0 -period $clk_period

set non_clock_inputs [all_inputs -no_clocks]
set_input_delay [expr $clk_period * $clk_io_pct] -clock clk0 $non_clock_inputs
set_output_delay [expr $clk_period * $clk_io_pct] -clock clk0 [all_outputs]
--- design/flow/design.v ---
module Control(
	RegDst,ALUSrc,MemtoReg,RegWrite,MemRead,MemWrite,Branch,ALUOp,Jump,Opcode
);
output RegDst,ALUSrc,MemtoReg,RegWrite,MemRead,MemWrite,Branch,Jump;
output [1:0] ALUOp;
input [5:0] Opcode;
reg RegDst,ALUSrc,MemtoReg,RegWrite,MemRead,MemWrite,Branch,Jump;
reg [1:0] ALUOp;
always @(*)
casex (Opcode)
 6'b000000 : begin  
     RegDst = 1'b1;
     ALUSrc = 1'b0;
     MemtoReg= 1'b0;
     RegWrite= 1'b1;
     MemRead = 1'b0;
     MemWrite= 1'b0;
     Branch = 1'b0;
     ALUOp = 2'b10;
     Jump = 1'b0;
    end
 6'b100011 : begin  
     RegDst = 1'b0;
     ALUSrc = 1'b1;
     MemtoReg= 1'b1;
     RegWrite= 1'b1;
     MemRead = 1'b1;
     MemWrite= 1'b0;
     Branch = 1'b0;
     ALUOp = 2'b00;
     Jump = 1'b0;
    end
 6'b101011 : begin  
     RegDst = 1'bx;
     ALUSrc = 1'b1;
     MemtoReg= 1'bx;
     RegWrite= 1'b0;
     MemRead = 1'b0;
     MemWrite= 1'b1;
     Branch = 1'b0;
     ALUOp = 2'b00;
     Jump = 1'b0;
    end
 6'b000101 : begin  
     RegDst = 1'b0;
     ALUSrc = 1'b0;
     MemtoReg= 1'b0;
     RegWrite= 1'b0;
     MemRead = 1'b0;
     MemWrite= 1'b0;
     Branch = 1'b1;
     ALUOp = 2'b01;
     Jump = 1'b0;
    end
 6'b001110 : begin  
     RegDst = 1'b0;
     ALUSrc = 1'b1;
     MemtoReg= 1'b0;
     RegWrite= 1'b1;
     MemRead = 1'b0;
     MemWrite= 1'b0;
     Branch = 1'b0;
     ALUOp = 2'b11;
     Jump = 1'b0;
    end
 6'b000010 : begin  
     RegDst = 1'b0;
     ALUSrc = 1'b0;
     MemtoReg= 1'b0;
     RegWrite= 1'b0;
     MemRead = 1'b0;
     MemWrite= 1'b0;
     Branch = 1'b0;
     ALUOp = 2'b00;
     Jump = 1'b1;
    end
 default : begin 
     RegDst = 1'b0;
     ALUSrc = 1'b0;
     MemtoReg= 1'b0;
     RegWrite= 1'b0;
     MemRead = 1'b0;
     MemWrite= 1'b0;
     Branch = 1'b0;
     ALUOp = 2'b10;
     Jump = 1'b0;
    end
endcase
endmodule
==> results.txt <==
yosys + openroad results -> IO Count 16, placed inst area 463 um^2, drt first pass iters 4, main area contributors nor4b_4 12%, nor4_4 11%, nor2_1 9.7%, nand2_1 5.8%, and2b_4 5.2%, area reported by Yosys stat a little under 200 um^2, Flop area 0 um^2, largest net degree at the start of global routing 7, post-synth cell types 21, max cap viols 0, share of layout cells above drive strength 1 0.596, power per cell area around 180 nW/um^2, Worst Path Required between 1000 and 1500 ps, clock group share of total power 0, Setup crit start kind input port, Post-Synthesis Cells 27, GP Congestion 0.783, ANT cells 0, fin crit share 0.969, Fmax 645 MHz, Hold WC Path Type in2out, total congestion overflow 0, initial antenna violation count 0, WL per Instance ~9.2 um, Synth top cells by count 5 x nor2_1, 3 x nand2_1, Final Hold Fails 0, result of the run finished, final reports clean, Mapped Avg Cell Area 7.14 um^2, Int Power between 0.04 and 0.05 mW, Worst Path Arrival roughly 1200 ps, combinational fraction of design power 1.000, clock period minus worst slack 1550 ps, Net Sw Frac 0.472, Antenna Nets Post-Route 0, sequential cells 0, Leak 0.210 nW, Yosys Warn Count 0, fin cells 98, Die Y 80 um, final WL 905 um, Post-synth seq share 0, Worst Path Buf+Inv 3, global-route wire length before repair around 1400 um, RSZ-0062 raised after global routing false, setup violators final 0, final core utilization 0.141, post-route cell area about 480 um^2, Synth top cell by count nor2_1, post-DP HPWL 708 um, DR vias/cell 3.19, core area 3420 um^2, Yosys top cell area share 0.123, Iteration-0 DRC Markers 13, number of global-route vias before repair between 300 and 400, DR vias ~310, fin. max-slew vios 0, crit path max fanout 4, critical path class in2out, mapped cell area 193 um^2, normalized max-slew margin 0.848, FP Util 0.0564, CP Capture Type primary output, Clock Buffer Count 0, hold_buf cts 0, placed cells 96, CP max stage delay 270 ps, DIE WIDTH roughly 80 um, Worst path most repeated cell buf_6, Std-Cell Rows 21, Syn-to-layout area delta 149%, # DRC 0, hold_ws 885 ps, worst vdd rail ir drop roughly 0.033 mV, number of port buffers 16, Slew @ Worst Pin 227 ps, delay-heaviest family, CP simple AND/OR/NAND/NOR gates, GRT Util Overall 0.0256, OpenROAD warnings 32, DIE AREA 6400 um^2, critical-path cell list buf_6 -> or2_4 -> buf_6 -> nor4_4 -> a31oi_1 -> buf_2, Slowest-stage cell, CP nor4_4, leading area contributor after synthesis nor4b_4, sequential share of power 0, cells in synth_stat.txt 27, switching pwr between 0.04 and 0.05 mW
-- cells in the final DEF (no fill, tap or decap) --
| cell type | count |
|---|---|
| nand2_1 | 3 |
| nor2_2 | 2 |
| dlygate4sd2_1 | 6 |
| nand2_2 | 1 |
| buf_4 | 7 |
| buf_2 | 7 |
| or2_4 | 1 |
| nor4_4 | 1 |
| nor2b_1 | 1 |
| o21ai_2 | 1 |
| inv_1 | 1 |
| nor3_2 | 1 |
| nand3b_1 | 1 |
| nand3_1 | 1 |
| a22o_1 | 1 |
| and2b_4 | 1 |
| a21oi_1 | 1 |
| a31oi_1 | 1 |
| nor2_1 | 2 |
| a32oi_1 | 1 |
| buf_6 | 5 |
| nor4b_4 | 2 |
| a31o_1 | 1 |
| clkbuf_2 | 1 |
| nor2_4 | 1 |
| nand2b_1 | 1 |
-- per-stage QoR --
| step | setup slack, ps | TNS (ps) | total power [mW] |
|---|---|---|---|
| 2_1_floorplan | 405 | 0 | 0.0240 |
| 3_3_place_gp | -787 | -6280 | 0.0761 |
| 3_5_place_dp | -780 | -6290 | 0.0762 |
| 4_1_cts | 5.74 | 0 | 0.0840 |
| 5_1_grt | 3.29 | 0 | 0.0924 |
| 6_report | 49.3 | 0 | 0.0853 |
-- worst paths after layout --
check | cells past startpoint | start | endpoint
max | 6 | Opcode[2] | ALUOp[1]
min | 3 | Opcode[5] | Jump
-- routing by layer --
layer | wire length, um | global-route usage | share of wire | vias up
met4 | 0 | 0 | 0 | 0
met2 | 371 | 0.0393 | 0.41 | 13
li1 | - | - | - | 154
met3 | 64 | 0.00227 | 0.071 | 0
met1 | 470 | 0.0396 | 0.52 | 146
met5 | 0 | 0 | 0 | -
-- power groups by stage --
stage     clock network, mW  registers [mW]  logic, mW
4_1_cts                   0               0     0.0840
6_report                  0               0     0.0853
5_1_grt                   0               0     0.0924
-- area by class of cell --
class,instances,area (um^2)
Tap cell,46,57.6
Timing Repair Buffer,26,201
Multi-Input combinational cell,25,218
Inverter,1,3.75
Fill cell,401,2940
-- repair_timing --
action / 4_1_cts / 5_1_grt
cloned: 0 / 0
endpoints found under the setup margin: 10 / 2
pin swaps: 8 / 1
setup buffers: 4 / 0
gates resized: 56 / 2
-- logic make-up (layout without fill, tap and decap cells) --
logic type | Yosys count | after routing | share of synthesized area
simple gates | 19 | 19 | 0.721
compound gates | 6 | 6 | 0.221
buf+inv | 2 | 27 | 0.0584
Power figures rest on the tool's default switching activity, not on a simulated workload.
