[flow/design.v]
module ALUcontrol(ins,ALUOp,ALUctrl);
input [5:0]ins;
input [1:0]ALUOp;
wire [7:0]temp;
output reg[1:0] ALUctrl;
assign temp={ALUOp,ins};
always @(temp)
begin
	casex(temp)
	8'b11xxxxxx: ALUctrl=2'b01;  
	8'b00xxxxxx: ALUctrl=2'b00;  
	8'b01xxxxxx: ALUctrl=2'b10;  
	8'b10100000: ALUctrl=2'b00;  
	8'b10100010: ALUctrl=2'b10;  
	8'b10101010: ALUctrl=2'b11;  
	default: ALUctrl=2'b00;
	endcase
end
endmodule
module Add(A,B,S);
input [31:0] A,B;
output [31:0] S;
wire [31:0]C;
adder1bit adder1bit0(A[0],B[0],1'b0,S[0],C[0]);
adder1bit adder1bit1(A[1],B[1],C[0],S[1],C[1]);
adder1bit adder1bit2(A[2],B[2],C[1],S[2],C[2]);
adder1bit adder1bit3(A[3],B[3],C[2],S[3],C[3]);
adder1bit adder1bit4(A[4],B[4],C[3],S[4],C[4]);
adder1bit adder1bit5(A[5],B[5],C[4],S[5],C[5]);
adder1bit adder1bit6(A[6],B[6],C[5],S[6],C[6]);
adder1bit adder1bit7(A[7],B[7],C[6],S[7],C[7]);
adder1bit adder1bit8(A[8],B[8],C[7],S[8],C[8]);
adder1bit adder1bit9(A[9],B[9],C[8],S[9],C[9]);
adder1bit adder1bit10(A[10],B[10],C[9],S[10],C[10]);
adder1bit adder1bit11(A[11],B[11],C[10],S[11],C[11]);
adder1bit adder1bit12(A[12],B[12],C[11],S[12],C[12]);
adder1bit adder1bit13(A[13],B[13],C[12],S[13],C[13]);
adder1bit adder1bit14(A[14],B[14],C[13],S[14],C[14]);
adder1bit adder1bit15(A[15],B[15],C[14],S[15],C[15]);
adder1bit adder1bit16(A[16],B[16],C[15],S[16],C[16]);
adder1bit adder1bit17(A[17],B[17],C[16],S[17],C[17]);
adder1bit adder1bit18(A[18],B[18],C[17],S[18],C[18]);
adder1bit adder1bit19(A[19],B[19],C[18],S[19],C[19]);
adder1bit adder1bit20(A[20],B[20],C[19],S[20],C[20]);
adder1bit adder1bit21(A[21],B[21],C[20],S[21],C[21]);
adder1bit adder1bit22(A[22],B[22],C[21],S[22],C[22]);
adder1bit adder1bit23(A[23],B[23],C[22],S[23],C[23]);
adder1bit adder1bit24(A[24],B[24],C[23],S[24],C[24]);
adder1bit adder1bit25(A[25],B[25],C[24],S[25],C[25]);
adder1bit adder1bit26(A[26],B[26],C[25],S[26],C[26]);
adder1bit adder1bit27(A[27],B[27],C[26],S[27],C[27]);
adder1bit adder1bit28(A[28],B[28],C[27],S[28],C[28]);
adder1bit adder1bit29(A[29],B[29],C[28],S[29],C[29]);
adder1bit adder1bit30(A[30],B[30],C[29],S[30],C[30]);
adder1bit adder1bit31(A[31],B[31],C[30],S[31],C[31]);
endmodule 
module Datapath(clk,reset,start,RegWrite,RegDst,ALUSrc,ALUOp,MemRead,MemWrite,
		MemToReg,Branch,Jump,ins,aluout,alu1,alu22,addr,muxDmemout,add2out,
		jumpaddr,muxJout,clk_out);
input clk,reset,start,RegDst,ALUSrc,RegWrite,MemRead,MemWrite,MemToReg,Branch,Jump;
input [1:0]ALUOp;
wire [31:0]mux5bout,alu2,
		SEout,Memout,inadd1,add1out,muxBrout,jaddr;
wire [1:0]ALUsig;
wire neg,overf,isZero,cout,selmuxBr;
output [31:0]aluout,ins,alu1,alu22,addr,muxDmemout,add2out,jumpaddr,muxJout;
output clk_out;
PC pc(.in(muxJout),.address(addr),.start(start),.clk(clk),.clk_out(clk_out));
Add add2(.A(addr),.B(32'b100),.S(add2out));
InstructionMem IM(.readadd(1),.reset(reset),.instruction(ins),.address(addr),.clk(clk));
regfile RF(.ReadData1(alu1),.ReadData2(alu2),
		.WriteData(muxDmemout),.ReadRegister1(ins[25:21]),
		.ReadRegister2(ins[20:16]),.WriteRegister(mux5bout),
		.RegWrite(RegWrite),.clk(clk));
mux2x5to5 mux5b(.DataOut(mux5bout),.Data0(ins[20:16]),
			.Data1(ins[15:11]),.Select(RegDst));
sign_extend SE(.sOut32(SEout),.sIn16(ins[15:0]));
mux2x32to32 muxRegout(.DataOut(alu22),.Data0(alu2),
			.Data1(SEout),.Select(ALUSrc));
ALUcontrol ALUC(.ins(ins[5:0]),.ALUOp(ALUOp[1:0]),.ALUctrl(ALUsig));
alu ALU(.Output(aluout),.CarryOut(cout),
	 .zero(isZero),.overflow(overf),.negative(neg),
    .BussA(alu1),.BussB(alu22),.ALUControl(ALUsig));
dataMem DM(.data(Memout),.address(aluout),.writedata(alu2),
		.writeenable(MemWrite),.MemRead(MemRead),.clk(clk));
mux2x32to32 muxDatamemout(.DataOut(muxDmemout),.Data0(Memout),
			.Data1(aluout),.Select(MemToReg));
and andbeq(selmuxBr,Branch,isZero);
shift_left_2 sl21(.Out32(inadd1),.In32(SEout));
Add add1(.A(add2out),.B(inadd1),.S(add1out));
mux2x32to32 muxBranch(.DataOut(muxBrout),.Data0(add2out),
			.Data1(add1out),.Select(selmuxBr));
shift_left_2 sl22(.Out32(jaddr),.In32({6'b0,ins[25:0]}));
concat cc(.ccatout(jumpaddr),.a(jaddr),.b(add2out[31:28]));
mux2x32to32 muxJ(.DataOut(muxJout),.Data0(jumpaddr),
			.Data1(muxBrout),.Select(Jump));
endmodule
module InstructionMem(readadd,reset, instruction, address,clk);
input readadd, reset,clk;
input [31:0] address;
output reg[31:0] instruction;
reg [31:0]instrmem[31:0];
reg [31:0]temp;
always @(*)
begin
	if (reset) temp=32'b0; 
		else temp=address;
	if (readadd) instruction=instrmem[temp/4];
end
initial
begin
$readmemb("instr.txt", instrmem);
end
endmodule
module PC(in, address, start,clk,clk_out);
input [31:0] in; 
input start,clk;
output reg [31:0] address;
output reg clk_out;
reg [1:0]count;
initial begin 
count=2'b01;
clk_out=0;
end        
always @(posedge clk) begin
            clk_out <= ~clk_out;   
    end
always @(posedge clk_out)
begin
	if (start) address=32'b0;
	else address =in;
end
endmodule 
module adder1bit(a,b,cin,sum,cout);
input a, b, cin;
output reg sum, cout;
always @(*)
begin
	{cout, sum}=a+b+cin;
end
endmodule 
module alu(
    output reg [31:0] Output,
    output reg CarryOut, zero, overflow, negative,
    input [31:0] BussA, BussB,
    input [1:0] ALUControl
);
reg [32:0] temp;
always @(*) begin
    case (ALUControl)
        2'b00: begin  
            temp = {1'b0, BussA} + {1'b0, BussB};
            Output = temp[31:0];
            CarryOut = temp[32];
            overflow = (BussA[31] == BussB[31]) && (Output[31] != BussA[31]);
        end
		  2'b01: begin  
            Output = BussA ^ BussB;
            CarryOut = 0;
            overflow = 0;
        end
        2'b10: begin  
            temp = {1'b0, BussA} - {1'b0, BussB};
            Output = temp[31:0];
            CarryOut = ~temp[32];
            overflow = (BussA[31] != BussB[31]) && (Output[31] != BussA[31]);
        end
        2'b11: begin  
            Output = (BussA < BussB) ? 32'b1 : 32'b0;
            CarryOut = 0;
            overflow = 0;
        end
    endcase
    negative = Output[31];
    zero = (Output == 32'b0) ? 1'b1 : 1'b0;
end
endmodule
module concat(ccatout, a,b);
input [31:0] a;
input [3:0] b;
output [31:0] ccatout;
assign ccatout={b,a[27:0]};
endmodule
module dataMem(data, address, writedata, writeenable,MemRead,clk);
input [31:0] address, writedata;
input writeenable,MemRead, clk;
output reg[31:0] data;
reg [31:0] datamem[31:0];
reg [31:0] temp;
initial begin
datamem[12]=32'b1111;
end
always @(posedge clk)
begin 
	if (writeenable&&!MemRead) 
		begin
			datamem[address]=writedata;
			data=32'bz;
		end
	else if (MemRead&&!writeenable)
		data=datamem[address];
	else data=32'bz;
end
endmodule
module mux2x32to32( DataOut,Data0, Data1, Select);
output reg [31:0] DataOut;  
input [31:0] Data0, Data1;  
input Select;
always @(*)
	if (Select) DataOut=Data1;
	else DataOut=Data0;
endmodule
module mux2x5to5( DataOut,Data0, Data1, Select);
output reg [4:0] DataOut;  
input [4:0] Data0, Data1;  
input Select;
always @(*)
	if (Select) DataOut=Data1;
	else DataOut=Data0;
endmodule
module regfile(ReadData1,ReadData2,WriteData,ReadRegister1,
ReadRegister2,WriteRegister,RegWrite,clk);
input [4:0]ReadRegister1,ReadRegister2,WriteRegister;
input [31:0] WriteData;
input RegWrite, clk;
output [31:0] ReadData1, ReadData2;
reg [31:0] register_file[31:0]; 
integer i;
initial begin
register_file[1]=32'd8;
register_file[0]=32'd8;
register_file[2]=32'd2;
end
always @(posedge clk)
begin
			if (RegWrite) register_file[WriteRegister]=WriteData;
end
assign ReadData1 = register_file[ReadRegister1];
assign ReadData2 = register_file[ReadRegister2];
endmodule
 module shift_left_2(Out32, In32);
output [31:0] Out32;
input [31:0] In32;
assign Out32 = {In32[29:0],2'b00};
endmodule
module sign_extend(sOut32,sIn16);
output [31:0] sOut32;
input [15:0] sIn16;
assign sOut32 = {{16{sIn16[15]}},sIn16};
endmodule
[flow/run.sh]
#!/bin/bash
# OpenROAD 26Q1-2900-gdf79404cd8, Yosys 0.63+post, stock flow scripts
make -C /OpenROAD-flow-scripts/flow DESIGN_CONFIG=/design/flow/config.mk WORK_HOME=/design/flow/orfs finish
[flow/config.mk]
export PLATFORM = sky130hd
export DESIGN_NAME = Datapath
export DESIGN_NICKNAME = Datapath
export VERILOG_FILES = /design/flow/design.v
export SDC_FILE = /design/flow/constraint.sdc
export NUM_CORES = 4
export LEC_CHECK = 1
export CORE_AREA = 10 10 134 134
export DIE_AREA = 0 0 144 144
export SYNTH_HDL_FRONTEND = slang
[flow/constraint.sdc]
current_design Datapath

set clk_period 2.0
set clk_io_pct 0.2

create_clock -name clk0 -period $clk_period [get_ports {clk}]

set non_clock_inputs [all_inputs -no_clocks]
set_input_delay [expr $clk_period * $clk_io_pct] -clock clk0 $non_clock_inputs
set_output_delay [expr $clk_period * $clk_io_pct] -clock clk0 [all_outputs]
==> results.txt <==
The flow run is done. Power comes to 273 uW. Horizontal die size landed at 144 um. Wire length of the first global-routing pass landed at 14.3 mm. Max-cap violations in this run came to 0. Sum of net half-perimeters after detailed placement landed at ~8.5 mm. Fraction of power consumed by the clock network landed at 0%.

Global routing used 8.76% of the available tracks. Per the Yosys statistics, synthesis produced 462 cells. Area of the placeable core landed at between 15000 and 20000 um2.

The final route contains 2348 vias. 100 endpoints have no timing constraint. Full die area landed at between 20000 and 25000 um2.

Fraction of layout instances using a drive strength above 1 landed at 8.98%. Counting the fill cells in the layout gives 1637. STA classifies the critical path startpoint as an input port.

Along the critical path, the tally of buffer and inverter instances is 3. Largest net degree at the start of global routing landed at 51. Largest clock skew in the final design landed at 0 ps. Final critical path time including I/O delays and setup landed at 2010 ps. Top-level port count landed at around 300.

Final worst-path cycle share landed at 100%. The final timing report gives a worst setup slack of -8.09 ps. Combinational group share of total power landed at between 90% and 100%. In the Yosys stats the netlist draws on 17 distinct library cells.

Internal power comes to around 120 uW. Number of OpenROAD warnings landed at 36. Setup slack on the worst reg-to-reg path comes out at 1080 ps.

Area of the multi-input gates landed at 1810 um2. For this run, the leading register cell type out of synthesis is dfxtp_1. The global route stage reports its total congestion overflow as 0. Standby leakage power landed at 2.14 nW. Sum of negative setup slack landed at -8.09 ps. Per the synth stats, the proportion of register bits with asynchronous set or reset is 0%. The signal on the critical path passes through buf_2 -> xnor2_4 -> bufbuf_16 -> a21oi_2 -> clkdlybuf4s50_1. The area growth from synthesis to layout is 9.05%. Once the floorplan was initialized, standard cells occupied 24.6% of the core. Power dissipated by switching net loads landed at roughly 150 uW.

Once layout is complete, the cells apart from fillers number 691. Once detail routing completed, the nets flagged for antenna violations numbered 0. In this design, the stage delay of the slowest critical-path cell is roughly 470 ps. The checks that failed: negative setup slack.

Clock transition at the registers of the reported paths landed at 0 ps. Sequential cells were found to cover approximately 18% of the synthesized design area. Total of warnings raised by yosys landed at 0. Once placement finished, the instance area stood at 3870 um2. The most critical min-delay path falls under flip-flop to flip-flop. The timing report attributes the biggest portion of critical-path delay to buffers and inverters. Count of pins over their slew limit landed at 0. Critical-path maximum fanout landed at 11. The final timing report counts setup violations totalling 1. The report puts the hold buffer count at CTS at 0. The area taken by sequential standard cells is reported as 661 um2. In the final routed layout, each cell accounts on average for roughly 15 um. Yosys reported a register bit count of 33.

Number of endpoints with negative hold slack in the final report landed at 0. Per the placement log, port buffering inserted ~110 buffers. The worst setup path is of the input port to output port kind. Net switching is 54.3% of the power. Measured on the finished design, the core utilization comes to 26.8%. After its last routability iteration, the placer logged a weighted congestion of 0.777. Initial antenna violation count landed at 2. After technology mapping, the gate count stands at around 460. Highest attainable clock frequency landed at ~500 MHz.

On the critical path, the stage with the largest delay is an instance of clkdlybuf4s50_1. Number of enable-type register cells in the synthesized netlist landed at 0. The worst setup path is captured at an output port. Total power per unit cell area landed at around 67 nW/um2. Summed standard-cell area reported by yosys landed at 3720 um2.

Number of global-route vias before repair landed at 2526. Number of register pins that no clock reaches landed at 32. According to the floorplan report, the die height is 144 um.

Post-synth design cell area landed at 3720 um2. Sequential fraction of design power landed at 7.5%. Total placed cells including tap cells landed at 683. Via-per-instance ratio landed at ~3.4. Worst vdd rail ir drop landed at 0.0493 mV. Final non-filler cell area landed at 4060 um2.

Detailed-route wire length landed at approximately 10 mm. The floorplan has approximately 45 rows. The library cell used most frequently in the layout, excluding fill and tap cells, is conb_1.

Worst endpoint required time landed at 1600 ps. Number of DRC markers after the initial detailed-route iteration landed at 56. Detailed-route DRC error count landed at 0.

The most common logic cells in the final layout are conb_1, clkdlybuf4s50_1, a21oi_1, dfxtp_1, ha_1. Arrival time at the worst endpoint landed at 1610 ps. Setup repair after global routing could not meet its margin everywhere. The flow ran to the end, but the final reports show violations. The first TritonRoute pass finished after 4 iterations. The later pin in the worst-skew pair is clocked with a latency of 0 ps.

Each instance of the synthesized netlist takes up on average 8.05 um2.
[synthesized netlist by cell type (3+ instances only)]
library cell | instances | area share, %
nor2b_1 | 5 | 0.84
inv_1 | 4 | 0.40
clkbuf_1 | 10 | 1.0
buf_4 | 256 | 52
a21oi_1 | 53 | 7.1
a21boi_0 | 3 | 0.61
nand3b_1 | 24 | 4.8
nand2b_1 | 3 | 0.50
dfxtp_1 | 33 | 18
and2_1 | 3 | 0.50
buf_2 | 10 | 1.3
ha_1 | 28 | 9.4
nand2_1 | 25 | 2.5
[through the flow]
stage | hold WS (ps) | worst slack [ps]
after floorplan | 602 | 673
after global placement | 725 | -371
after detailed placement | 729 | -359
after CTS | 730 | -27.5
after global routing | 777 | -71.3
final | 697 | -8.09
[cell families (layout without fill, tap and decap cells)]
logic type | Yosys count | count (layout) | share of synthesized area, %
compound gates | 58 | 58 | 8.41
xor+xnor | 2 | 2 | 0.673
buf+inv | 280 | 134 | 54.4
other cells | 1 | 188 | 0.101
fa+ha+maj | 28 | 28 | 9.42
simple gates | 60 | 60 | 9.22
flops | 33 | 33 | 17.8
[layout make-up]
type / count / share of cell area (%)
multi-input combinational: 334 / 44.7
antenna: 2 / 0.123
tap: 188 / 5.80
sequential: 33 / 16.3
timing repair buffer: 130 / 32.8
inverter: 4 / 0.370
[state kept, by name (all words and copies together) (netlist names)]
name,flops
pc.clk_out,1
pc.address,32
[worst min-delay path, cell delays in order, from the launching register on]
cell     delay, ps
dfxtp_1        320
buf_4          260
inv_1           80
[power groups by stage]
stage,Combinational (mW),Clock (mW),Sequential [mW]
6_report,0.252,0.00000000514,0.0205
4_1_cts,0.265,0,0.0205
5_1_grt,0.287,0,0.0205
[per-layer routing]
layer  global-route usage, %  share of wire, %  up-vias
li1                        -                 -     1120
met1                    11.4                44     1070
met2                    15.4                48      158
met3                    1.86               7.9        0
met4                       0                 0        0
met5                       0                 0        -
[path summary, 6_finish.rpt]
| path | startpoint | end | cells past startpoint |
|---|---|---|---|
| worst max-delay path | ALUOp[0] | muxJout[21] | 5 |
| worst min-delay path | pc.clk_out | pc.clk_out | 2 |
| worst max register to register | pc.clk_out | pc.clk_out | 2 |
| worst min register to register | pc.clk_out | pc.clk_out | 2 |
[timing repair]
item,4_1_cts,5_1_grt
resized,39,18
gates cloned,2,0
pin swaps,1,1
hold endpoints to repair,0,0
setup endpoints to repair,31,19
setup buffers,5,0
Power is estimated from default activity; no workload was simulated.
